File: design.v
module up_counter(input clk, reset, output[3:0] counter);
    reg [3:0] counter_up;                            
    always @(posedge clk or posedge reset)           
    begin
        if(reset)
            begin
                counter_up = 4'd0;                   
            end
        else
            begin
                counter_up = counter_up + 4'd1;      
            end       
    end 
    assign counter = counter_up;                     
endmodule
File: run.sh
#!/bin/bash
# OpenROAD 26Q1-2900-gdf79404cd8, Yosys 0.63+post, stock flow scripts
make -C /OpenROAD-flow-scripts/flow DESIGN_CONFIG=/design/flow/config.mk WORK_HOME=/design/flow/orfs finish
File: config.mk
export PLATFORM = sky130hd
export DESIGN_NAME = up_counter
export DESIGN_NICKNAME = up_counter
export VERILOG_FILES = /design/flow/design.v
export SDC_FILE = /design/flow/constraint.sdc
export NUM_CORES = 4
export LEC_CHECK = 1
export CORE_AREA = 10 10 70 70
export DIE_AREA = 0 0 80 80
File: constraint.sdc
current_design up_counter

set clk_period 1.1
set clk_io_pct 0.2

create_clock -name clk0 -period $clk_period [get_ports {clk}]

set non_clock_inputs [all_inputs -no_clocks]
set_input_delay [expr $clk_period * $clk_io_pct] -clock clk0 $non_clock_inputs
set_output_delay [expr $clk_period * $clk_io_pct] -clock clk0 [all_outputs]
==> changes_impl.md <==
## Flow update

- FMAX: approximately 950 MHz
- Vias per cell: approximately 1.7
- Worst reg2reg endpoint: counter_up[2]$_DFF_PP0_
- Antenna cells: 0
- Worst-path clk slew: about 0.040 ns
- IO Port Bufs: 5
- Setup violators final: 0
- Run status: complete, no violations
- # DRC: 0
- # Cells Yosys: 10
- Clock Latency Late Sink: approximately 0.23 ns
- CP startpoint: counter_up[2]$_DFF_PP0_
- Seq share, synth: 0.702
- Max-cap viol count: 0
- DRT Pass-1 Iters: 2
- Flops out of synthesis: 4
- Number of global-route vias before repair: between 100 and 150
- YS warnings: 1
- Vias: approximately 120
- Met3 WL post-DR: roughly 140 um
- Total CTS buffers: 3
- Worst-path cell chain: dlygate4sd2_1
- Fin. Hold Viols: 0
- Setup WS pre-CTS: -0.0134 ns
- Startpoint Class: register
- Area delta synth->final: 116%
- CP bufs+invs: 1
- Yosys cell types: 6
- DR WL/cell: about 6.1 um
- Number of OpenROAD warnings: 25
- First-pass GRT wire length: around 640 um
- Crit Path Category: reg2out
- # IOs: 6
- Iteration-0 DRC Markers: 6
- Number of cells on the worst reg-to-reg path: 3
- Slowest CP cell: dfrtp_1
- Top area cell types: dfrtp_1, ha_1, xnor2_1, xor2_1, inv_1
- Clock root cell: clkbuf_4
- Clock Path Buffers: 2
- Row count: 21
- Clock Skew: 0.00201 ns
- TNS Setup: 0 ns
- Post-route ant nets: 0
- FILL cells: about 400
- Largest type area fraction: 0.702
- Leak: 0.156 nW
- Logic cell area: 35.0 um^2
- Layout cells sized above 1: 0.348
- Worst vdd ir: between 0.0001 and 0.00015 V
- Avg Cell Area, Syn: between 10 and 15 um^2
- Num Clock Sinks: 4
- Core footprint: between 3000 and 4000 um^2
- Die width: around 80 um
- Largest net degree at the start of global routing: 5
- Tcrit/Tclk final: 0.961
- Tmin final: between 1 and 1.5 ns
- Yosys chip area: 143 um^2
- PwrDens: about 1100 nW/um^2
- Hold buffer count at cts: 0
- Crit path DRT: just under 0.9 ns
- Slew Limit Fails: 0
- Critical path capture point type: output port
- Least-Margin Pin Slew: roughly 0.14 ns
- Worst path arrival time: 0.84 ns
- Met2 WL: 108 um
- Syn Std Cell Area: between 100 and 150 um^2
- DIE AREA: around 6400 um^2
- Cells after synthesis: 10
- Fp util: 0.0418
- Max reg flops: 4
- Total gr overflow: 0
- Worst R2R Setup Slack: approximately 0.12 ns
- Worst min-delay path class: in2async
- Peak fanout along the critical path: 2
- Fin worst setup slack: 0.0434 ns
- Top delay family on crit path: flip-flops
- R2R Path Start: counter_up[0]$_DFF_PP0_
- Die Span Y: roughly 80 um
- Post-DP Area: between 200 and 300 um^2
- Overall routed net length: approximately 420 um
- Overall Power: ~330 uW
- Register area: approximately 100 um^2
- Cell area after layout: 308 um^2
- M1 WL: 175 um
- H-tree depth: 1
- Total track usage: 0.0146
- Placer congestion estimate: 0.654
- Area leader, netlist: dfrtp_1
- Initial antenna violation count: 0
- Worst path max stage delay: about 0.37 ns
- RSZ-0062 raised after global routing: false
- Max-slew headroom: 0.904
- CTS tree: done
- Max Used Layer: met3
## worst max-delay path by stage
stage	cells past startpoint	endpoint	slack, ns
CTS	1	counter[2]	0.03
global route	1	counter[3]	0.00006
finish	1	counter[2]	0.04
## metal layers
layer  up-vias  track usage
li1         57            -
met1        54       0.0134
met2         8       0.0104
met3         0       0.0295
met4         0      0.00704
met5         -            0
## metrics by stage
stage          utilization  hold WS [ns]  instances
3_3_place_gp        0.0777         0.416         63
5_1_grt             0.0901         0.186         69
6_report            0.0901         0.171         69
3_5_place_dp        0.0777         0.411         63
4_1_cts             0.0879         0.165         68
2_1_floorplan            -       -0.0139         10
## repair_timing
item,in CTS,in global routing
endpoints found under the setup margin,4,1
gates resized,6,0
setup buffers,2,1
## layout make-up
cell class                      instances  share of cell area
Multi-Input combinational cell          4               0.114
Inverter                                2              0.0244
Tap cell                               46               0.187
Timing Repair Buffer                   10               0.276
Sequential cell                         4               0.325
Clock buffer                            3              0.0732
## power by group
group	switching [mW]	internal (mW)
Clock	0.0583	0.122
Sequential	0	0.148
Combinational	0.00294	0.00333
## cells by family after synthesis
kind of cell	count (synthesis)	synth area share
XOR/XNOR	2	0.123
adder cells (fa/ha/maj)	1	0.0877
buffers and inverters	2	0.0527
flip-flops	4	0.702
AND/OR/NAND/NOR	1	0.0351
## placed cells by master, fill, tap and decap left out
cell,Yosys,layout
buf_4,0,5
dfrtp_1,4,4
clkbuf_4,0,3
inv_1,2,2
clkdlybuf4s15_1,0,2
dlygate4sd2_1,0,2
nand3_1,1,1
xnor2_1,1,1
xor2_1,1,1
ha_1,1,1
clkdlybuf4s50_1,0,1
## cells in the mapped netlist
cell	n
dfrtp_1	4
inv_1	2
ha_1	1
nand3_1	1
xnor2_1	1
xor2_1	1
No activity file was given, so power comes from the tool's default toggle rates.
